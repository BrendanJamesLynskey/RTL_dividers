File: run.sh
#!/bin/bash
# OpenROAD 26Q1-2900-gdf79404cd8, Yosys 0.63+post, stock flow scripts
make -C /OpenROAD-flow-scripts/flow DESIGN_CONFIG=/design/flow/config.mk WORK_HOME=/design/flow/orfs finish
File: config.mk
export PLATFORM = sky130hd
export DESIGN_NAME = divider_nonperforming_unsigned
export DESIGN_NICKNAME = divider_nonperforming_unsigned
export VERILOG_FILES = /design/flow/design.v
export SDC_FILE = /design/flow/constraint.sdc
export NUM_CORES = 4
export LEC_CHECK = 1
export CORE_UTILIZATION = 40
File: constraint.sdc
current_design divider_nonperforming_unsigned

set clk_period 2.8
set clk_io_pct 0.2

create_clock -name clk0 -period $clk_period [get_ports {CLK}]

set non_clock_inputs [all_inputs -no_clocks]
set_input_delay [expr $clk_period * $clk_io_pct] -clock clk0 $non_clock_inputs
set_output_delay [expr $clk_period * $clk_io_pct] -clock clk0 [all_outputs]
File: design.v
`timescale 1ns / 1ps
module divider_nonperforming_unsigned
# (
    parameter DIV_NUM_BITS          = 8,
    parameter DIV_DEN_BITS          = 8    
)
(
    input           SRST,
    input           CLK,
    input           CE,
    input  logic unsigned [DIV_NUM_BITS-1:0]  NUMERATOR_IN,
    input  logic unsigned [DIV_DEN_BITS-1:0]  DENOMINATOR_IN,
    output logic unsigned [DIV_NUM_BITS-1:0]  QUOTIENT_OUT,
    output logic unsigned [DIV_DEN_BITS-1:0]  REMAINDER_OUT,
    input  logic    start,
    output logic    error,
    output logic    done
);
logic unsigned [DIV_DEN_BITS-1:0]  den;
logic unsigned [DIV_NUM_BITS+DIV_DEN_BITS-1:0]  rem_quot;
enum {S_IDLE, S_SUBTRACT, S_ERROR, S_OUTPUT} state;
logic [$clog2(DIV_NUM_BITS)-1:0] cnt_subs;
always_ff @(posedge CLK) begin
    if (SRST) begin
        state           <= S_IDLE;
        QUOTIENT_OUT     <= '0;
        REMAINDER_OUT   <= '0;
        error           <= '0;
        done            <= 1'b0;
    end else begin
        if (CE) begin
            unique case(state)
            S_IDLE: begin
                done        <= 1'b0;
                error       <= 1'b0;
                if (start) begin
                    rem_quot    <= NUMERATOR_IN;
                    den         <= DENOMINATOR_IN; 
                    cnt_subs    <= DIV_NUM_BITS-1;
                    if (DENOMINATOR_IN == '0) begin
                        state       <= S_ERROR;
                    end else begin
                        state       <= S_SUBTRACT;
                    end
                end                        
            end
            S_SUBTRACT: begin
                if ((den << (DIV_NUM_BITS-1)) <= rem_quot) begin
                    rem_quot    <= ((rem_quot - (den << (DIV_NUM_BITS-1))) << 1) + 1;
                end else begin
                    rem_quot    <= (rem_quot << 1);
                end
                if (cnt_subs == 0) begin
                    state       <= S_OUTPUT;
                end
                cnt_subs    <= cnt_subs - 1;            
            end
            S_ERROR: begin  
                state           <= S_IDLE;
                error           <= 1'b1;
                done            <= 1'b1;
            end    
            S_OUTPUT: begin
                state           <= S_IDLE;
                QUOTIENT_OUT     <= rem_quot[DIV_NUM_BITS-1:0];
                REMAINDER_OUT   <= rem_quot[DIV_NUM_BITS+DIV_DEN_BITS-1:DIV_NUM_BITS];
                done            <= 1'b1;
            end    
            endcase
        end  
    end  
end  
endmodule
==> impl_metrics.yaml <==
# flow metrics
outcome:
  status: "finished, final reports clean"
sta:
  min_period_ns: 2.27
  fin_tns_setup_ns: 0
  skew_ns: 0.00703
  hold_violations: 0
  rsz0062_at_grt: "false"
  maxSlewHeadroom_pct: 62.2
  final_max_slew_viol_count: 0
  tightest_slew_ns: 0.565
  period_used_pct: 81.2
  setup_violations: 0
  layout_setup_ws_ns: 0.527
  fmax_mhz: 440
logic_synthesis:
  netlist_area_sq_um: 2400
  synth.largest_area_cell: "edfxtp_1"
  yosys_cells: 234
  ys_types: 42
  synth_warnings: 1
  synthArstFlopShare_pct: 0
  ys_seq_elements: 49
  ys_seq_share_pct: 52.1
  syn-instance-count: 234
  synthTopCellsByArea: "edfxtp_1, dfxtp_1, ha_1"
  ys.flop_type: "edfxtp_1"
  yosys.area.top_type_share_pct: 33.8
  edf_count: 27
  yosys_area_sq_um: 2400
  avgSynthCellArea_sq_um: 10.3
grt:
  grt_max_degree: 21
  grt_overflow: 0
  grt_antenna_before_repair: 0
  grt_use_total_pct: 18.0
  grt_pass1_wl_mm: 8.34
  grt_pass1_vias: 1719
run:
  tool_warnings: 32
  drv_cap: 0
critical_path:
  path_class: "reg2reg"
  crit_chain: "ha_1 > and4_4 > a21o_1 > o211ai_2 > nand2_2 > o22ai_1"
  worstPathRequired_ns: 2.92
  cpPeakStageDelay_ns: 0.49
  cp-end-kind: "flop"
  ff2ff_path_depth: 6
  crit_arrival_ns: 2.40
  worstSetupStartpointType: "flop"
  slowest_stage: "o211ai_2"
  path_depth: 6
  worst-path-buf-inv: 0
  critical-path-top-delay-family: "AND-OR/OR-AND gates"
  crit_fanout: 11
cells_and_area:
  mostFrequentLayoutCell: "nand2_1"
  layout_top_cells: "nand2_1, clkdlybuf4s50_1, edfxtp_1"
  drive_gt1_share_pct: 8.36
  final_area_sq_um: 2940
  fillCellCount: 533
  fin_util_pct: 52.1
  stdcell_count: 347
  syn2layout_area_growth_pct: 22.4
power:
  peakVddDrop_mv: 0.277
  power_leakage_uw: 0.00113
  cellPowerDensity_nw_per_um2: 449
detailed_routing:
  totalWireLength_mm: 4.94
  drt-initial-drc-count: 85
  antenna_cells: 0
  dr.pass1.iters: 4
  avgRoutedWirePerCell_um: 14.2
  ant_nets: 0
  viasPerCell: 4.97
  vias: 1724
  drc_errors: 0
die:
  chip_area_sq_um: 6320
  rows: 27
  pin_count: 38
  die_h_um: 79.5
  die_width_um: 79.5
  fp_util_pct: 42.6
  coreArea_sq_um: 5640
min_path:
  min_path_type: "reg2reg"
  hold_depth: 2
cts:
  post_cts_buffers: 0
  cts_resized: 0
  clock_latency_ns: 0.29
  clockBufferDepth: 2
  cts_buffers: 5
  cts_root_buf: "clkbuf_8"
  cts_hold_buffers: 0
  clock-sinks: 49
  cts_tree: "yes"
  cts.clk_slew.worst_paths_ns: 0.09
  ctsHtreeMaxLevel: 2
place:
  dp_slack_ns: 0.538
  port_buffers: 37
  dp_cells: 339
  place_area_sq_um: 2860
  dp_hpwl_mm: 3.76
  gp_congestion: 0.925
[layer usage]
layer	up-vias	wire length [um]	global-route usage, %
li1	892	-	-
met1	795	2290	27.3
met2	33	2420	28.9
met3	4	161	3.13
met4	0	69	2.91
met5	-	0	0
[through the flow]
| step | hold WS, ns | power (uW) |
|---|---|---|
| 6_report | 0.456 | 1320 |
| 5_1_grt | 0.470 | 1380 |
| 3_3_place_gp | 0.442 | 940 |
| 3_5_place_dp | 0.449 | 940 |
| 4_1_cts | 0.460 | 1340 |
| 2_1_floorplan | 0.422 | 885 |
[cells by family after synthesis]
| group | Yosys count | synth area share, % |
|---|---|---|
| simple gates | 78 | 15.1 |
| flops | 49 | 52.1 |
| compound gates | 47 | 12.4 |
| buf+inv | 27 | 4.59 |
| fa+ha+maj | 17 | 9.17 |
| mux | 10 | 4.53 |
| xor+xnor | 6 | 2.19 |
[layout make-up]
class	instances	area [sq um]	share of cell area (%)
clock inverters	1	5.00	0.170
well taps	72	90.1	3.07
inverters	18	67.6	2.30
clock buffers	7	76.3	2.60
repair buffers	42	408	13.9
flip-flops and latches	49	1250	42.6
multi-input cells	158	1040	35.4
[worst register-to-register path: stages (launching register included)]
cell      delay [ns]
edfxtp_1        0.45
ha_1            0.39
and4_4          0.22
a21o_1          0.18
o211ai_2        0.49
nand2_2         0.16
o22ai_1         0.21
[report_power, final]
group | leakage (uW) | switching (uW) | internal, uW
registers | 0.000423 | 13.4 | 776
logic | 0.000663 | 64.6 | 68.4
clock network | 0.0000422 | 222 | 176
total | 0.00113 | 300 | 1020
[path summary, 6_finish.rpt]
path,start,end,slack (ns)
min,REMAINDER_OUT[5],REMAINDER_OUT[5],0.46
max reg2reg,rem_quot[10],rem_quot[15],0.53
min reg2reg,REMAINDER_OUT[5],REMAINDER_OUT[5],0.46
max,rem_quot[10],rem_quot[15],0.53
[state kept, by name, indices dropped and copies added, names as in the netlist]
signal / cells
error: 1
rem_quot: 16
done: 1
state: 4
den: 8
cnt_subs: 3
REMAINDER_OUT: 8
QUOTIENT_OUT: 8
[synth_stat cells (3+ instances only)]
library cell	number
o22ai_1	5
xor2_1	5
ha_1	16
edfxtp_1	27
mux2i_1	3
a21oi_1	23
inv_1	18
clkbuf_1	7
nand2_1	51
nor2_1	4
dfxtp_1	22
mux2_2	7
nor2b_1	4
nor4_1	3
o21ai_0	4
nand3_1	3
No activity file was given, so power comes from the tool's default toggle rates.

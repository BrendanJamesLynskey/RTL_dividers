**run.sh**
```bash
#!/bin/bash
# OpenROAD 26Q1-2900-gdf79404cd8, Yosys 0.63+post, stock flow scripts
make -C /OpenROAD-flow-scripts/flow DESIGN_CONFIG=/design/flow/config.mk WORK_HOME=/design/flow/orfs finish
```
**config.mk**
```make
export PLATFORM = sky130hd
export DESIGN_NAME = divider_srt4_unsigned
export DESIGN_NICKNAME = divider_srt4_unsigned
export VERILOG_FILES = /design/flow/design.v
export SDC_FILE = /design/flow/constraint.sdc
export NUM_CORES = 4
export LEC_CHECK = 1
export CORE_UTILIZATION = 40
```
**constraint.sdc**
```tcl
current_design divider_srt4_unsigned

set clk_period 11.2
set clk_io_pct 0.2

create_clock -name clk0 -period $clk_period [get_ports {CLK}]

set non_clock_inputs [all_inputs -no_clocks]
set_input_delay [expr $clk_period * $clk_io_pct] -clock clk0 $non_clock_inputs
set_output_delay [expr $clk_period * $clk_io_pct] -clock clk0 [all_outputs]
```
**design.v**
```verilog
`timescale 1ns / 1ps
module divider_srt4_unsigned
#(
    parameter DIV_NUM_BITS = 8,
    parameter DIV_DEN_BITS = 8
)
(
    input  logic                              SRST,
    input  logic                              CLK,
    input  logic                              CE,
    input  logic unsigned [DIV_NUM_BITS-1:0]  NUMERATOR_IN,
    input  logic unsigned [DIV_DEN_BITS-1:0]  DENOMINATOR_IN,
    output logic unsigned [DIV_NUM_BITS-1:0]  QUOTIENT_OUT,
    output logic unsigned [DIV_DEN_BITS-1:0]  REMAINDER_OUT,
    input  logic                              start,
    output logic                              error,
    output logic                              done
);
    localparam ITERS = (DIV_NUM_BITS + 1) / 2;    
    localparam W = DIV_DEN_BITS + 2;
    localparam [2:0] S_IDLE    = 3'd0,
                     S_ITERATE = 3'd1,
                     S_CORRECT = 3'd2,
                     S_OUTPUT  = 3'd3,
                     S_ERROR   = 3'd4;
    logic [2:0]                        state;
    logic signed [W-1:0]               P;        
    logic unsigned [DIV_DEN_BITS-1:0]  D;        
    logic unsigned [DIV_NUM_BITS+1:0]  qpos;     
    logic unsigned [DIV_NUM_BITS+1:0]  qneg;     
    logic [$clog2(ITERS):0]            cnt;
    logic unsigned [DIV_NUM_BITS-1:0]  num_sr;
    logic signed [W-1:0]   Ds;
    assign Ds = $signed({2'b00, D});
    logic                   b0;
    logic signed [W-1:0]    P1_in, P_mid;
    logic                   q1;
    assign b0    = num_sr[DIV_NUM_BITS-1];
    assign P1_in = (P <<< 1) + W'(b0);    
    assign q1    = (P1_in[W-1] == 1'b0) ? 1'b1 : 1'b0;    
    assign P_mid = (q1) ? (P1_in - Ds) : (P1_in + Ds);
    logic                   b1;
    logic signed [W-1:0]    P2_in, P_out;
    logic                   q2;
    assign b1    = num_sr[DIV_NUM_BITS-2];
    assign P2_in = (P_mid <<< 1) + W'(b1);    
    assign q2    = (P2_in[W-1] == 1'b0) ? 1'b1 : 1'b0;
    assign P_out = (q2) ? (P2_in - Ds) : (P2_in + Ds);
    logic signed [2:0]      q1_s, q2_s, q_combined;
    assign q1_s       = q1 ? 3'sd1 : -3'sd1;
    assign q2_s       = q2 ? 3'sd1 : -3'sd1;
    assign q_combined = (q1_s <<< 1) + q2_s;    
    logic [1:0]             q_mag;
    logic signed [2:0]      q_neg_val;
    assign q_neg_val = -q_combined;
    assign q_mag     = q_combined[2] ? q_neg_val[1:0] : q_combined[1:0];
    logic unsigned [DIV_NUM_BITS+1:0]  q_bin_pos, q_bin_neg;
    logic signed   [W-1:0]             P_corrected;
    assign q_bin_pos   = qpos - qneg;
    assign q_bin_neg   = qpos - qneg - 1;
    assign P_corrected = P + Ds;
    always_ff @(posedge CLK) begin
        if (SRST) begin
            state         <= S_IDLE;
            QUOTIENT_OUT  <= '0;
            REMAINDER_OUT <= '0;
            error         <= 1'b0;
            done          <= 1'b0;
            P             <= '0;
            D             <= '0;
            qpos          <= '0;
            qneg          <= '0;
            num_sr        <= '0;
            cnt           <= '0;
        end else if (CE) begin
            case (state)
            S_IDLE: begin
                done  <= 1'b0;
                error <= 1'b0;
                if (start) begin
                    if (DENOMINATOR_IN == '0) begin
                        state <= S_ERROR;
                    end else begin
                        D      <= DENOMINATOR_IN;
                        P      <= '0;
                        if (DIV_NUM_BITS[0])
                            num_sr <= {1'b0, NUMERATOR_IN[DIV_NUM_BITS-1:1],
                                       NUMERATOR_IN[0]};
                        else
                            num_sr <= NUMERATOR_IN;
                        qpos   <= '0;
                        qneg   <= '0;
                        cnt    <= ITERS - 1;
                        state  <= S_ITERATE;
                    end
                end
            end
            S_ITERATE: begin
                P      <= P_out;
                num_sr <= num_sr << 2;    
                if (!q_combined[2]) begin
                    qpos <= (qpos << 2) | {{DIV_NUM_BITS{1'b0}}, q_mag};
                    qneg <=  qneg << 2;
                end else begin
                    qpos <=  qpos << 2;
                    qneg <= (qneg << 2) | {{DIV_NUM_BITS{1'b0}}, q_mag};
                end
                if (cnt == 0)
                    state <= S_CORRECT;
                else
                    cnt   <= cnt - 1;
            end
            S_CORRECT: begin
                if (P[W-1]) begin
                    QUOTIENT_OUT  <= q_bin_neg[DIV_NUM_BITS-1:0];
                    REMAINDER_OUT <= P_corrected[DIV_DEN_BITS-1:0];
                end else begin
                    QUOTIENT_OUT  <= q_bin_pos[DIV_NUM_BITS-1:0];
                    REMAINDER_OUT <= P[DIV_DEN_BITS-1:0];
                end
                state <= S_OUTPUT;
            end
            S_OUTPUT: begin
                state <= S_IDLE;
                done  <= 1'b1;
            end
            S_ERROR: begin
                state <= S_IDLE;
                error <= 1'b1;
                done  <= 1'b1;
            end
            default: state <= S_IDLE;
            endcase
        end
    end
endmodule
```
==> impl_metrics.ini <==
; flow metrics
[run_status]
outcome = complete, no violations

[timing]
rsz0062_at_grt = false
setup_slack_ns = 6.578
finalClockPeriodUsage_pct = 41.27
worst_pin_slew_ns = 0.8416
tns_ns = 0
clock.fmax_mhz = 216.4
period_minus_slack_ns = 4.622
finalMaxSlewViolations = 0
slew_headroom_pct = 43.10
hold_viol = 0
clock_skew_ns = 0.009782
finalSetupViolations = 0

[detailed_routing]
drtIter0Drc = 217
wl_per_cell_um = 13.49
remaining_drc_errors = 0
viasPerCell = 5.243
drtAntennaViolNets = 0
vias = 3586
routed_wl_mm = 9.226
diodes = 0
first_pass_iters = 4

[worst_setup_path]
arrival_ns = 4.83
r2r_start = D[2]$_SDFFE_PP0P_
cp_data_required_time_ns = 11.41
crit_path_max_incr_delay_ns = 0.71
ff2ff_path_depth = 17
crit_chain = nor2_1, nor4b_1, nor2_1, xor2_1, ha_1, a21oi_1, o211ai_1, a211o_1, and2_4, nor2_1, xor2_1, ha_1, nor2b_1, o21ai_0, a21oi_1, o41ai_1, o211ai_1
worstSetupEndpointType = flop
r2r_end = P[8]$_SDFFE_PP0P_
rrSetupSlack_ns = 6.58
critPathMaxFanout = 10
critPathSlowestCell = nor4b_1
cp_common_cell = nor2_1
start_kind = flop
path_class = flop to flop

[logic_synthesis]
synth_top_area_share_pct = 31.89
ff_type = dfxtp_1
netlist_area_sq_um = 4269
avgSynthCellArea_sq_um = 8.241
yosys-stat-cells = 518
yosys.area.top_type = dfxtp_1
synth_warnings = 1
synth-edff-count = 0
ys_seq_elements = 68
yosys_area_sq_um = 4269
yosysUniqueCellTypes = 50
top_cells_by_area = dfxtp_1, ha_1, a21oi_1
async_reset_ff_share_pct = 0
synthCells = 518
yosys.stat.seqShare_pct = 31.89

[power]
cellPowerDensity_nw_per_um2 = 125.6
p_leak_nw = 1.923
peakVddDrop_uv = 108.2

[cells_and_area]
lay_top_count = dfxtp_1
drive_gt1_share_pct = 4.562
n_fill_cell = 984
syn_to_final_growth_pct = 15.77
final_cell_mix = dfxtp_1, nor2_1, a21oi_1
layoutNonFillerInstCount = 684

[placement]
port_buffers = 37
hpwl_mm = 6.684
gp_congestion = 0.8370
dpl.cell_count = 668
pre_cts_ws_ns = 6.323

[floorplanning]
row_count = 37
ioPinCount = 38
dieArea_sq_um = 11090
die_h_um = 105.3
core-area_sq_um = 10320
fp-utilization_pct = 41.35
die_x_um = 105.3

[global_routing]
grt_max_degree = 73
grt_pass1_wl_mm = 15.80
first_global_vias = 3235
grt_overflow = 0
grtUsageTotal_pct = 17.97
antenna_found_initial = 0

[worst_hold_path]
hp-class = flop to flop
min_to = QUOTIENT_OUT[6]$_SDFFE_PP0P_
hold_depth = 2
hold_start = QUOTIENT_OUT[6]$_SDFFE_PP0P_

[clock_network]
clkSlewWorstSetupHoldPaths_ns = 0.08
cts_root_buffer = clkbuf_8
cts_max_level = 3
clockBufferDepth = 2
ctsHoldBuffers = 0
cts_made_buffers = 9
cts_tree = yes
clk_latency_ns = 0.34
ctsResizeCount = 0
post_cts_buffers = 0
cts_sinks = 68

[run]
maxCapViolations = 0
warning_count = 28
-- Yosys cell counts (all sizes together), types with 3 or more instances --
master / instances
mux2i: 15
or3: 4
nand2b: 11
a21oi: 52
clkbuf: 16
inv: 20
a311oi: 4
a22oi: 5
buf: 11
o211ai: 6
or4: 3
ha: 36
and2: 3
nor2: 65
a21o: 8
a211oi: 18
nor2b: 8
fa: 5
nand3: 17
dfxtp: 68
nor3: 7
o21ai: 17
xnor2: 15
a32oi: 3
nand2: 50
nand3b: 4
xor2: 23
-- metal layers --
metal | routed length [um] | global-route usage, %
met1 | 4647 | 27.97
met2 | 4082 | 27.77
met3 | 441 | 2.839
met4 | 53 | 1.710
met5 | 0 | 0
-- kinds of logic (layout without fill, tap and decap cells) --
family                   count (synthesis)  after routing  synth area share (%)
AND/OR/NAND/NOR                        179            179                 19.67
AND-OR/OR-AND                          128            128                 18.93
flip-flops                              68             68                 31.89
buffers and inverters                   47             77                 4.777
adder cells (fa/ha/maj)                 41             41                 12.90
XOR/XNOR                                38             38                 7.796
multiplexers                            17             17                 4.044
-- stage by stage --
step	instance area (sq um)	power (W)	hold WS, ns	utilization (%)
detailed placement	4706	0.0003932	0.4467	45.58
CTS	4942	0.0006287	0.4554	47.87
finish	4942	0.0006207	0.4509	47.87
global placement	4706	0.0003914	0.4401	45.58
global route	4942	0.0006574	0.4780	47.87
floorplan	4269	0.0003640	0.4174	-
-- power breakdown --
group          internal (W)  switching, W  total, W  leakage (nW)
logic             0.0000586     0.0000727  0.000131          1.26
registers          0.000248    0.00000852  0.000256         0.551
clock network      0.000144     0.0000890  0.000233         0.116
total              0.000450      0.000170  0.000621          1.92
-- worst max-delay path: cells and delay by family, from the launching register on --
kind            cells  cell delay, ns
fa+ha+maj           2            0.60
simple gates        6            1.51
compound gates      7            1.57
flops               1            0.45
xor+xnor            2            0.35
-- sequential cells by signal (all words and copies together), names as in the netlist --
name,cells
P,10
D,8
QUOTIENT_OUT,8
REMAINDER_OUT,8
num_sr,8
qneg,8
qpos,8
state,5
cnt,3
done,1
error,1
-- layout make-up --
class	instances	area (sq um)	area share [%]
tap	136	170.2	3.443
multi-input combinational	403	2704	54.71
clock inverter	3	67.56	1.367
timing repair buffer	41	395.4	8.000
inverter	20	75.07	1.519
clock buffer	13	168.9	3.418
sequential	68	1361	27.54
-- worst max path at each step --
stage | startpoint | slack, ns | cells past startpoint | end
4_1_cts | D[2]$_SDFFE_PP0P_ | 6.64 | 17 | P[8]$_SDFFE_PP0P_
6_report | D[2]$_SDFFE_PP0P_ | 6.58 | 17 | P[8]$_SDFFE_PP0P_
5_1_grt | D[2]$_SDFFE_PP0P_ | 6.14 | 17 | P[8]$_SDFFE_PP0P_
No activity file was given, so power comes from the tool's default toggle rates.

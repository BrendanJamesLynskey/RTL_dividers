==> /design/flow/design.v <==
`timescale 1ns / 1ps
module divider_newtonraphson_unsigned
#(
    parameter  DIV_NUM_BITS = 8,
    parameter  DIV_DEN_BITS = 8,
    parameter  ITERATIONS   = 3,
    parameter  SEED_BITS    = 4
)
(
    input  logic                              SRST,
    input  logic                              CLK,
    input  logic                              CE,
    input  logic [DIV_NUM_BITS-1:0]           NUMERATOR_IN,
    input  logic [DIV_DEN_BITS-1:0]           DENOMINATOR_IN,
    output logic [DIV_NUM_BITS-1:0]           QUOTIENT_OUT,
    output logic [DIV_DEN_BITS-1:0]           REMAINDER_OUT,
    input  logic                              start,
    output logic                              error,
    output logic                              done
);
localparam FRAC_BITS     = DIV_DEN_BITS + 2;
localparam W             = FRAC_BITS + 2;        
localparam W2            = 2 * W;                
localparam Q_BITS        = DIV_NUM_BITS + 2;     
localparam SEED_ENTRIES  = 1 << (SEED_BITS - 1);
localparam SHIFT_BITS    = $clog2(DIV_DEN_BITS);
localparam ITER_BITS     = $clog2(ITERATIONS + 1);
localparam CORR_W        = Q_BITS + DIV_DEN_BITS;
localparam CORR_PAD      = CORR_W - DIV_NUM_BITS;
localparam RECIP_SHIFT_BASE = FRAC_BITS + DIV_DEN_BITS - 1;
logic [FRAC_BITS-1:0] seed_rom [0:SEED_ENTRIES-1];
integer seed_i;
initial begin
    for (seed_i = 0; seed_i < SEED_ENTRIES; seed_i = seed_i + 1) begin
        seed_rom[seed_i] = ((1 << FRAC_BITS) * 2 * SEED_ENTRIES + (2 * SEED_ENTRIES + 2 * seed_i + 1))
                           / (2 * SEED_ENTRIES + 2 * seed_i + 1);
    end
end
localparam [3:0] S_IDLE           = 4'd0,
                 S_NORMALISE      = 4'd1,
                 S_MUL_DX         = 4'd2,
                 S_MUL_UPDATE     = 4'd3,
                 S_RECIPROCAL_DONE = 4'd4,
                 S_CORRECT_DOWN   = 4'd5,
                 S_CORRECT_UP     = 4'd6,
                 S_OUTPUT         = 4'd7,
                 S_ERROR          = 4'd8;
logic [3:0] state;
logic [DIV_DEN_BITS-1:0]              D_norm;
logic [SHIFT_BITS-1:0]               norm_shift;
logic [FRAC_BITS-1:0]                X;
logic [ITER_BITS-1:0]                iter_cnt;
logic [DIV_NUM_BITS-1:0]             N_saved;
logic [DIV_DEN_BITS-1:0]             D_saved;
logic [W-1:0]                        DX;
logic [Q_BITS-1:0]                   Q_work;
logic [CORR_W-1:0]                   corr_prod_down;
logic [CORR_W-1:0]                   corr_prod_up;
logic [SHIFT_BITS-1:0]               nr_mpos;
logic [SEED_BITS-2:0]                nr_seed_idx;
logic [DIV_DEN_BITS-1:0]             nr_dn;
logic [W-1:0]                        nr_d_ext, nr_x_ext;
logic [W2-1:0]                       nr_prod;
logic [W-1:0]                        nr_two_minus_dx;
logic [DIV_NUM_BITS+FRAC_BITS-1:0]   nr_nx_prod;
logic [DIV_NUM_BITS+FRAC_BITS-1:0]   nr_q_shifted;
logic [7:0]                          nr_total_shift;
logic [SHIFT_BITS-1:0] c_msb_pos;
int msb_i;
always_comb begin
    c_msb_pos = 0;
    for (msb_i = 0; msb_i < DIV_DEN_BITS; msb_i = msb_i + 1)
        if (D_saved[msb_i]) c_msb_pos = msb_i[SHIFT_BITS-1:0];
end
always_comb begin
    corr_prod_down = Q_work * D_saved;
    corr_prod_up   = (Q_work + 1) * D_saved;
end
always_ff @(posedge CLK) begin
    if (SRST) begin
        state         <= S_IDLE;
        QUOTIENT_OUT  <= 0;
        REMAINDER_OUT <= 0;
        error         <= 1'b0;
        done          <= 1'b0;
        X             <= 0;
        D_norm        <= 0;
        norm_shift    <= 0;
        N_saved       <= 0;
        D_saved       <= 0;
        DX            <= 0;
        Q_work        <= 0;
        iter_cnt      <= 0;
    end else if (CE) begin
        case (state)
        S_IDLE: begin
            done  <= 1'b0;
            error <= 1'b0;
            if (start) begin
                if (DENOMINATOR_IN == 0) begin
                    state <= S_ERROR;
                end else begin
                    N_saved <= NUMERATOR_IN;
                    D_saved <= DENOMINATOR_IN;
                    state   <= S_NORMALISE;
                end
            end
        end
        S_NORMALISE: begin
            nr_mpos    = c_msb_pos;
            norm_shift <= (DIV_DEN_BITS - 1) - nr_mpos;
            nr_dn      = D_saved << ((DIV_DEN_BITS - 1) - nr_mpos);
            D_norm     <= nr_dn;
            if (DIV_DEN_BITS - 2 >= SEED_BITS - 1) begin
                nr_seed_idx = nr_dn[DIV_DEN_BITS-2 -: (SEED_BITS-1)];
            end else begin
                nr_seed_idx = {nr_dn[DIV_DEN_BITS-2:0], {(SEED_BITS-1-(DIV_DEN_BITS-1)){1'b0}}};
            end
            X <= seed_rom[nr_seed_idx];
            iter_cnt <= 0;
            state    <= S_MUL_DX;
        end
        S_MUL_DX: begin
            nr_d_ext = {1'b0, D_norm, {(W - 1 - DIV_DEN_BITS){1'b0}}};
            nr_x_ext = {2'b00, X};
            nr_prod  = nr_d_ext * nr_x_ext;
            DX       <= nr_prod[W2-3 -: W];
            state    <= S_MUL_UPDATE;
        end
        S_MUL_UPDATE: begin
            nr_two_minus_dx = {1'b1, {(W-1){1'b0}}} - DX;
            nr_x_ext = {2'b00, X};
            nr_prod  = nr_x_ext * nr_two_minus_dx;
            X        <= nr_prod[W-2+FRAC_BITS-1 -: FRAC_BITS];
            if (iter_cnt == ITERATIONS - 1) begin
                state <= S_RECIPROCAL_DONE;
            end else begin
                iter_cnt <= iter_cnt + 1;
                state    <= S_MUL_DX;
            end
        end
        S_RECIPROCAL_DONE: begin
            nr_nx_prod   = N_saved * X;
            nr_total_shift = RECIP_SHIFT_BASE - {{(8-SHIFT_BITS){1'b0}}, norm_shift};
            nr_q_shifted = nr_nx_prod >> nr_total_shift;
            Q_work <= nr_q_shifted[Q_BITS-1:0];
            state  <= S_CORRECT_DOWN;
        end
        S_CORRECT_DOWN: begin
            if (corr_prod_down > {{CORR_PAD{1'b0}}, N_saved}) begin
                Q_work <= Q_work - 1;
            end else begin
                state <= S_CORRECT_UP;
            end
        end
        S_CORRECT_UP: begin
            if (corr_prod_up <= {{CORR_PAD{1'b0}}, N_saved}) begin
                Q_work <= Q_work + 1;
            end else begin
                state <= S_OUTPUT;
            end
        end
        S_OUTPUT: begin
            QUOTIENT_OUT  <= Q_work[DIV_NUM_BITS-1:0];
            REMAINDER_OUT <= N_saved - Q_work[DIV_NUM_BITS-1:0] * D_saved;
            done          <= 1'b1;
            state         <= S_IDLE;
        end
        S_ERROR: begin
            error <= 1'b1;
            done  <= 1'b1;
            state <= S_IDLE;
        end
        default: state <= S_IDLE;
        endcase
    end  
end  
endmodule
==> /design/flow/run.sh <==
#!/bin/bash
# OpenROAD 26Q1-2900-gdf79404cd8, Yosys 0.63+post, stock flow scripts
make -C /OpenROAD-flow-scripts/flow DESIGN_CONFIG=/design/flow/config.mk WORK_HOME=/design/flow/orfs finish
==> /design/flow/config.mk <==
export PLATFORM = sky130hd
export DESIGN_NAME = divider_newtonraphson_unsigned
export DESIGN_NICKNAME = divider_newtonraphson_unsigned
export VERILOG_FILES = /design/flow/design.v
export SDC_FILE = /design/flow/constraint.sdc
export NUM_CORES = 4
export LEC_CHECK = 1
export CORE_UTILIZATION = 30
==> /design/flow/constraint.sdc <==
current_design divider_newtonraphson_unsigned

set clk_period 9.7
set clk_io_pct 0.2

create_clock -name clk0 -period $clk_period [get_ports {CLK}]

set non_clock_inputs [all_inputs -no_clocks]
set_input_delay [expr $clk_period * $clk_io_pct] -clock clk0 $non_clock_inputs
set_output_delay [expr $clk_period * $clk_io_pct] -clock clk0 [all_outputs]
==> reports/metrics.cfg <==
[status]
status = completed

[global_route]
grt_pass1_vias = 15300
grt_max_degree = 44
track_usage_pct = 15.6
grt-ovfl-total = 0
grt_antenna_before_repair = 0
grt_pass1_wl_mm = 80.3

[timing]
hold_viol_final = 0
finalSetupViolations = 0
relSlewSlack_pct = 39.0
fin_crit_ps = 7670
holdWs_ps = 454
rsz0062_at_grt = no
drv_slew = 0
worstMarginPinSlew_ps = 891
finalClockSkew_ps = 12.6
fmax_mhz = 130
finalClockPeriodUsage_pct = 79.0
setup_slack_ps = 2030
tns_ps = 0

[finish]
stdcell_area_sq_um = 21100
lay_top_cells = inv_1, nand2_1, fa_1, ha_1, and2_1
lay_top_count = inv_1
layoutNonFillerInstCount = 3202
fillCellCount = 6676
areaGrowthSynthToFinish_pct = 7.95
drive_gt1_share_pct = 3.24

[setup_path]
max_stage_delay_ps = 790
r2r_cells = 21
critPathLaunch = Q_work[0]
cp-endpoint = Q_work[0]
path_depth = 21
r2r_start = Q_work[0]
crit_path_top_delay_cell = dfxtp_1
worstPathCellList = ha_1 > and3_1 > nand4_1 > xor2_1 > nor2b_1 > fa_1 > fa_1 > fa_1 > inv_1 > fa_1 > inv_1 > ha_1 > a211oi_1 > o22ai_1 > nor4_1 > nand2_1 > a2111oi_2 > nand4_1 > a211o_1 > or3_1 > a21oi_1
cp.arrival_ps = 7960
crit_family = adder cells
cp_max_fo = 21
worstSetupEndpointType = flip-flop
cp-start-kind = flip-flop
r2r-end = Q_work[0]
rrSetupSlack_ps = 2030
crit_top_cell = fa_1
crit_type = flip-flop to flip-flop
critPathBufInv = 2
critPathRequiredTime_ps = 10000

[floorplan]
die_h_um = 257
die_w_um = 257
coreArea_sq_um = 64300
fp_util_pct = 30.3
die_area_sq_um = 66100
fp-row-count = 93
ios = 38

[clock_tree]
post_cts_buffers = 0
cts_tree = built
numCtsBuffers = 9
clock_sinks = 87
cts_buffer_depth = 2
h-tree-depth = 3
cts-root-buf = clkbuf_16
cts.reportedPaths.clkPinSlew_ps = 70
post_cts_resized = 0
cts_hold_buffers = 0
clk_latency_ps = 370

[power_and_ir_drop]
peakVddDrop_mv = 0.0687
p_per_area_nw_per_um2 = 44.4
total_leakage_power_nw = 10.1

[route]
viasPerCell = 4.79
drcViolationCount = 0
drt.antenna.violating_nets = 0
wl_mm = 47.5
drt-initial-drc-count = 802
dr.pass1.iters = 4
num_vias = 15300
wl_per_cell_um = 14.8

[worst_hold_path]
hp-start = REMAINDER_OUT[5]
min_path_type = flip-flop to flip-flop

[synthesis]
synth_top_flop_cell = dfxtp_1
ys_cells = 2374
postSynthAreaPerCell_sq_um = 8.22
synthCells = 2374
edf_count = 0
synth-area-yosys_sq_um = 19500
ys_seq_share_pct = 8.92
ys_ff = 87
yosysWarningCount = 1
netlist_area_sq_um = 19500
ys_types = 77
synthArstFlopShare_pct = 0

[place]
portBuffers = 37
place_congestion = 0.924
hpwl_mm = 37.8
place_area_sq_um = 20800
place_ws_ps = 2160
place_inst = 3186

[flow_run]
max-cap-violations = 0
warnings = 40

==> cell usage after synthesis, drive strengths merged, types with 5 or more instances <==
master	instances	area [sq um]
ha	242	3030
or2	6	37.5
clkbuf	106	398
a21oi	92	460
xor2	27	236
o22ai	7	43.8
a211oi	19	143
a22o	5	43.8
and2	169	1060
o21a	19	143
o2111ai	5	43.8
or3	8	50.1
nor3	37	185
xnor2	54	473
nand2	328	1230
nand3	24	120
mux2i	27	270
a31o	6	52.6
a21o	19	143
nor2b	40	250
dfxtp	87	1740
nand4	7	43.8
a221oi	12	105
inv	393	1480
a31oi	7	43.8
fa	285	5710
and3	16	100
buf	13	65.1
a22oi	7	52.6
a211o	8	70.1
nor4	13	87.6
o211ai	16	120
nor2	124	465
nand2b	21	131
a2111oi	6	58.8
o21ai	55	275
and4	5	43.8
==> metal layers <==
metal	routed length (um)	GRT usage [%]	vias up
li1	-	-	7531
met2	20300	23.0	335
met1	23400	23.8	7435
met3	3110	4.47	28
met4	584	1.57	0
met5	0	0	-
==> flip-flops by register name, indices dropped and copies added (netlist names) <==
register and count:
iter_cnt 2, X 10, state 9, done 1, D_norm 8, error 1, N_saved 8, norm_shift 3
DX 11, Q_work 10, QUOTIENT_OUT 8, REMAINDER_OUT 8, D_saved 8
==> cell type report <==
| type | instances | area (sq um) | area share [%] |
|---|---|---|---|
| Multi-Input combinational cell | 1772 | 15800 | 75.1 |
| Clock buffer | 10 | 239 | 1.13 |
| Clock inverter | 5 | 41.3 | 0.196 |
| Tap cell | 855 | 1070 | 5.08 |
| Antenna cell | 1 | 2.50 | 0.0119 |
| Timing Repair Buffer | 76 | 658 | 3.12 |
| Sequential cell | 87 | 1740 | 8.27 |
| Inverter | 396 | 1490 | 7.06 |
==> power by group <==
part	switching (mW)	internal [mW]	leakage (nW)
sequential	0.0177	0.364	0.704
clock	0.175	0.183	0.137
combinational	0.125	0.0701	9.26
==> worst min-delay path by stage <==
stage	depth (start not counted)	slack (ps)	end
6_report	2	450	REMAINDER_OUT[5]
5_1_grt	2	470	QUOTIENT_OUT[4]
4_1_cts	2	460	QUOTIENT_OUT[7]
==> logic make-up (layout without fill, tap and decap cells) <==
group	count (synthesis)	count (layout)	synth area share [%]
adders and majority gates	527	527	44.7
and+or+nand+nor	814	814	20.2
AOI/OAI and AO/OA	320	320	10.9
muxes	30	30	1.62
DFF	87	87	8.92
other	0	1	0
buffers and inverters	515	487	9.99
xor gates and xnor gates	81	81	3.63
==> worst reg2reg max path, delay by kind of cell (launching register included) <==
family	cells	cell delay [ps]
adders and majority gates	6	2880
and+or+nand+nor	7	1850
AOI/OAI and AO/OA	5	1370
DFF	1	790
xor gates and xnor gates	1	620
buffers and inverters	2	90
==> per-stage QoR <==
stage / utilization (%) / total power [mW]
2_1_floorplan: - / 0.513
3_3_place_gp: 32.3 / 0.585
3_5_place_dp: 32.3 / 0.585
4_1_cts: 32.7 / 0.953
5_1_grt: 32.7 / 0.987
6_report: 32.7 / 0.935
Power figures rest on the tool's default switching activity, not on a simulated workload.
